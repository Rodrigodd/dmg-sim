$ cat /design/flow/design.v
`default_nettype none
module apu_decode(
		input logic [15:0] a,
		input logic cpu_wr, cpu_rd,
		output logic ff00wr, ff00rd, apu_wr, ff26, ff3x,
		input  logic ffxx, nffxx,
		output logic anap, duce,
		input  logic nff1a_d7, nch1_amp_en, nch2_amp_en, nch4_amp_en,
		output logic namp_en,
		output logic ff10, ff11, ff12, ff13, ff14, ff16, ff17, ff18, ff19, ff1a,
		output logic ff1b, ff1c, ff1d, ff1e, ff20, ff21, ff22, ff23, ff24, ff25
	);
	logic amus, byko, akug, atoz, acat;
	assign #T_NOR  amus = !(a[7] || a[4] || a[3] || a[2] || a[1] || a[0]);
	assign #T_AND  anap = amus && ffxx;
	assign #T_INV  byko = !a[5];
	assign #T_INV  akug = !a[6];
	assign #T_NAND atoz = !(byko && akug && cpu_wr && anap);
	assign #T_AND  acat = anap && cpu_rd && akug && byko;
	assign ff00wr = atoz;
	assign ff00rd = acat;
	logic boxy, awet, bezy, avun, asad, acom, baro, atup, ateg, buno, banu, cona, doxy, bafu, bogy, tace, nff1x;
	logic ff2x, nff2x;
	assign #T_INV  boxy = !a[5];
	assign #T_OR   awet = a[4] || boxy || a[6] || a[7];
	assign #T_OR   bezy = awet || nffxx;
	assign #T_INV  avun = !a[7];
	assign #T_INV  asad = !a[6];
	assign #T_NAND acom = !(avun && asad && a[5] && a[4]);
	assign #T_NOR  baro = !(acom || nffxx);
	assign #T_INV  atup = !a[4];
	assign #T_OR   ateg = atup || a[5] || a[6] || a[7];
	assign #T_NOR  buno = !(nffxx || ateg);
	assign #T_INV  banu = !buno;
	assign #T_INV  cona = !nff2x;
	assign #T_AND  doxy = cona && xxx6;
	assign #T_INV  bafu = !cpu_wr;
	assign #T_INV  bogy = !bafu;
	assign #T_AND  tace = nch1_amp_en && nch2_amp_en && nff1a_d7 && nch4_amp_en;
	assign nff2x   = bezy;
	assign ff3x    = baro;
	assign nff1x   = banu;
	assign ff2x    = cona;
	assign ff26    = doxy;
	assign apu_wr  = bogy;
	assign namp_en = tace;
	logic dyte, doso, afob, dupa, abub, deno, acol;
	logic dupo, datu, daza, dura, duvu, dofa, damy, dufe, duno, dewa, dejy, dona, dafy, emos;
	logic ekag, esot, egen, exat, emax, etuf, gany, dyva, cafy, covy, cora, dutu, ekez, edaf;
	logic cuge, caxe, covo, doza, danu, dara, feny, duja, dugo, emor, dusa, deco, gefo, xxx6;
	assign #T_INV  dyte = !a[0];
	assign #T_INV  doso = !dyte;
	assign #T_INV  afob = !a[1];
	assign #T_INV  dupa = !afob;
	assign #T_INV  abub = !a[2];
	assign #T_INV  deno = !abub;
	assign #T_INV  acol = !a[3];
	assign #T_INV  duce = !acol;
	assign #T_NAND dupo = !(acol && abub && afob && dyte);
	assign #T_NAND datu = !(dyte && afob && deno && acol);
	assign #T_NAND daza = !(acol && deno && dupa && dyte);
	assign #T_NAND dura = !(doso && afob && deno && acol);
	assign #T_NAND duvu = !(acol && deno && dupa && doso);
	assign #T_AND  dofa = acol && abub && dupa && dyte;
	assign #T_NAND damy = !(acol && abub && dupa && dyte);
	assign #T_NAND dufe = !(doso && dupa && abub && acol);
	assign #T_NAND duno = !(acol && abub && afob && doso);
	assign #T_NAND dewa = !(doso && afob && abub && acol);
	assign #T_NAND dejy = !(duce && abub && afob && doso);
	assign #T_NAND dona = !(dyte && afob && abub && acol);
	assign #T_NAND dafy = !(duce && abub && afob && dyte);
	assign #T_NAND emos = !(doso && afob && deno && duce);
	assign #T_AND  ekag = acol && deno && dupa && dyte;
	assign #T_NAND esot = !(acol && deno && afob && dyte);
	assign #T_NAND egen = !(dyte && dupa && deno && duce);
	assign #T_NAND exat = !(duce && abub && dupa && dyte);
	assign #T_NAND emax = !(doso && dupa && abub && duce);
	assign #T_NAND etuf = !(acol && abub && dupa && doso);
	assign #T_NAND gany = !(duce && deno && afob && dyte);
	assign #T_NOR  dyva = !(dupo || nff1x);
	assign #T_NOR  cafy = !(datu || nff2x);
	assign #T_NOR  covy = !(daza || nff1x);
	assign #T_NOR  cora = !(dura || nff2x);
	assign #T_NOR  dutu = !(duvu || nff1x);
	assign #T_AND  ekez = dofa && ff2x;
	assign #T_NOR  edaf = !(damy || nff1x);
	assign #T_NOR  cuge = !(dufe || nff2x);
	assign #T_NOR  caxe = !(duno || nff1x);
	assign #T_NOR  covo = !(dewa || nff2x);
	assign #T_NOR  doza = !(dejy || nff1x);
	assign #T_NOR  danu = !(dona || nff2x);
	assign #T_NOR  dara = !(dafy || nff1x);
	assign #T_NOR  feny = !(emos || nff1x);
	assign #T_NOR  duja = !(esot || nff1x);
	assign #T_NOR  dugo = !(egen || nff1x);
	assign #T_NOR  emor = !(exat || nff1x);
	assign #T_NOR  dusa = !(emax || nff1x);
	assign #T_NOR  deco = !(etuf || nff1x);
	assign #T_NOR  gefo = !(gany || nff1x);
	assign xxx6 = ekag;
	assign ff10 = dyva;
	assign ff24 = cafy;
	assign ff16 = covy;
	assign ff25 = cora;
	assign ff17 = dutu;
	assign ff22 = ekez;
	assign ff12 = edaf;
	assign ff23 = cuge;
	assign ff11 = caxe;
	assign ff21 = covo;
	assign ff19 = doza;
	assign ff20 = danu;
	assign ff18 = dara;
	assign ff1d = feny;
	assign ff14 = duja;
	assign ff1e = dugo;
	assign ff1a = emor;
	assign ff1b = dusa;
	assign ff13 = deco;
	assign ff1c = gefo;
endmodule
$ cat /design/flow/run.sh
#!/bin/bash
# OpenROAD 26Q1-2900-gdf79404cd8, Yosys 0.63+post, stock flow scripts
make -C /OpenROAD-flow-scripts/flow DESIGN_CONFIG=/design/flow/config.mk WORK_HOME=/design/flow/orfs finish
$ cat /design/flow/config.mk
export PLATFORM = sky130hd
export DESIGN_NAME = apu_decode
export DESIGN_NICKNAME = apu_decode
export VERILOG_FILES = /design/flow/design.v
export SDC_FILE = /design/flow/constraint.sdc
export NUM_CORES = 4
export LEC_CHECK = 1
export CORE_AREA = 10 10 70 70
export DIE_AREA = 0 0 80 80
$ cat /design/flow/constraint.sdc
current_design apu_decode

set clk_period 3.6
set clk_io_pct 0.2

create_clock -name clk0 -period $clk_period

set non_clock_inputs [all_inputs -no_clocks]
set_input_delay [expr $clk_period * $clk_io_pct] -clock clk0 $non_clock_inputs
set_output_delay [expr $clk_period * $clk_io_pct] -clock clk0 [all_outputs]
==> run notes <==
Results of the flow run.

The flow ran to the end, and the final reports show no timing, DRC or antenna violations. The standard cell area after detailed placement stands at 806 um^2. STA classifies the critical path endpoint as an output port.

STA classifies the critical path startpoint as an input port. The number of warning messages in the yosys log stands at 0. Nets still carrying antenna violations after routing amount to 0. The first global-routing pass estimated 2790 um of wire. Yosys stat counts 48 cells in the synthesized netlist.

The final timing report lists a max-slew violation count of 0. In the final layout, the multi-input gates occupy 293 um^2. The count of non-filler cells in the finished layout stands at 134. The chip height stands at 80 um. The switching share of power stands at 44.6%. At the worst endpoint, the required time is 2880 ps. The sequential standard cell area stands at 0 um^2. Summing over the stages, the warning tally comes to 40. In this run, post-CTS repair resized a total of 0 instances. Setup violations remaining at the end of the flow were counted as 0. Combinational logic burns 100.0% of the power. The sum of overflow across all layers after global routing stands at 0. The initial antenna violation count is 0. The sequential-to-total area share from yosys stat stands at 0%. Dividing the synthesized area by the synthesized cell count gives 6.91 um^2. The total global routing track utilization stands at 5.20%. The tightest hold path in the finished design has a slack of 2280 ps. Entering global routing, the biggest net connects 15 pins. Of the cells placed in the final design, the portion with a size suffix greater than 1 is 12.5%. Per the run report, area growth between synthesis and finish was 143%.

52 I/O pins were placed. The post-placement cell count stands at 134. Setup repair after global routing left no endpoint under its margin. The via density per instance stands at 4.07. By startpoint and endpoint, the worst setup path is classified as input port to output port. The final hold violation count recorded for this run is 0.

The number of global-route vias before repair stands at 516. The average detailed-routed wire length per instance stands at 13.4 um. The area figure in the yosys stat output stands at 332 um^2. The number of antenna cells inserted stands at 0. The critical path goes through clkdlybuf4s50_1 > or4b_1 > buf_4 > nor4_1 > clkdlybuf4s50_1. The clock period could shrink to 3510 ps.

TritonRoute reported its final design rule violation total as 0. The number of search-and-repair iterations in the first detailed-routing pass stands at 4. The fraction of power consumed by sequential logic stands at 0%. The number of input and output port buffers inserted stands at 44.

The count of flip-flops and latches stands at 0. The slowest stage of the critical path belongs to the cell sky130_fd_sc_hd__or4b_1. The number of maximum-capacitance violations stands at 0. The routability-driven placement congestion ratio stands at 0.769.

Counting every instance in the synthesized netlist gives 48. In the Yosys stats the netlist draws on 21 distinct library cells. The highest supply drop recorded on VDD is 0.0108 mV. The reported net switching power stands at 20.1 uW. The clock share of power stands at 0%. The worst hold path belongs to the class input port to output port. After routing the design area is 806 um^2. The maximum clock frequency stands at 285 MHz. The starting DRC count in detailed routing stands at 21. On the critical path the data arrives at 2790 ps. The timing report gives the biggest stage delay along the critical path as 540 ps. The peak fanout along the critical path stands at 14.

At the pin with the least slew margin, the transition time is 419 ps. The max-slew headroom at the worst pin stands at 71.8%. After clock tree synthesis, the flow added hold-fix buffers numbering 0. The internal cell power stands at 24.9 uW. Detailed placement ended at an HPWL of 1550 um. Measured along the x axis, the die boundary spans 80 um. The overall power of the completed layout stands at 44.9 uW. The power density of the placed cells stands at 55.8 mW/mm^2.

In the finished layout, the clock tree contains a buffer count of 0. The total die size stands at 0.00640 mm^2. After layout, the worst path uses 97.6% of the clock period.

The setup TNS after final layout stands at 0 ps. The report lists the number of standard-cell rows as 21. The floorplan step records an initial core utilization of 9.71%.

The number of setup buffers added after CTS stands at 0. The synthesized netlist occupies a cell area of 332 um^2. The cell that appears most often on the critical path is sky130_fd_sc_hd__clkdlybuf4s50_1. The number of fillers in the final layout stands at 379. The via count stands at 546. The total wire length after detailed routing stands at 1800 um. The total leakage power stands at 0.000218 uW. The core box area stands at 0.00342 mm^2.
## stage by stage
stage / util [%] / setup slack (ps)
floorplan: - / 1220
global placement: 23.6 / 149
detailed placement: 23.6 / 89.9
CTS: 23.6 / 82.8
global route: 23.6 / 38.9
finish: 23.6 / 85.3
## cells in the final DEF (no fill, tap or decap), drive strengths merged
cell type | Yosys | final
clkdlybuf4s50 | 0 | 44
nor3 | 11 | 11
nor4 | 11 | 11
nand2b | 3 | 3
nor3b | 2 | 2
and4 | 2 | 2
nand2 | 2 | 2
or3b | 2 | 2
or2 | 2 | 2
buf | 4 | 2
or4 | 2 | 2
or4b | 2 | 2
and2 | 1 | 1
nor2 | 1 | 1
nand4 | 1 | 1
## worst max-delay path, delay by kind of cell
family                 cells  cell delay, ps
buffers and inverters      3            1220
and+or+nand+nor            2             860
## cell usage after synthesis, types with 2 or more instances
cell / count / share of area [%]
sky130_fd_sc_hd__and4_1: 2 / 5.3
sky130_fd_sc_hd__nor3_1: 11 / 17
sky130_fd_sc_hd__nand2_1: 2 / 2.3
sky130_fd_sc_hd__clkbuf_1: 2 / 2.3
sky130_fd_sc_hd__or3b_2: 2 / 5.3
sky130_fd_sc_hd__nand2b_1: 3 / 5.7
sky130_fd_sc_hd__nor3b_1: 2 / 4.5
sky130_fd_sc_hd__nor4_1: 8 / 15
sky130_fd_sc_hd__nor4_2: 2 / 7.5
sky130_fd_sc_hd__buf_4: 2 / 4.5
sky130_fd_sc_hd__or2_2: 2 / 3.8
## per-layer routing
metal	share of wire, %	vias up	global-route usage, %
met1	43	244	6.53
met5	0	-	0
li1	-	275	-
met3	13	0	1.48
met2	44	27	9.07
met4	0	0	0
## power groups by stage
stage	logic, uW	clock network (uW)	registers [uW]
CTS	45.1	0	0
finish	44.9	0	0
global route	48.7	0	0
## final cells by class
class                      instances  area share [%]
timing repair buffer              46            56.5
multi-input combinational         42            36.3
tap                               46            7.14
## kinds of logic after synthesis
| group | after synthesis | share of synthesized area (%) |
|---|---|---|
| and+or+nand+nor | 42 | 88.3 |
| buffers and inverters | 6 | 11.7 |
## path summary, 6_finish.rpt
path	startpoint	end	cells past startpoint
max	a[7]	ff1d	5
min	cpu_wr	apu_wr	2
Power figures rest on the tool's default switching activity, not on a simulated workload.
