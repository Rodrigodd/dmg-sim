==> flow/design.v <==
`default_nettype none
module mbc5(
		input  logic         nrst,
		input  logic [15:12] a,
		input  logic [7:0]   d,
		input  logic         nwr,
		input  logic         ncs,
		output logic [22:14] ra,
		output logic [16:13] aa,
		output logic         ncs_ram
	);
	logic       ena;
	logic [8:0] rom_bank;
	logic [3:0] ram_bank;
	always_ff @(negedge nwr, negedge nrst) begin
		if (!nrst) begin
			ena      <= 0;
			rom_bank <= 0;
			ram_bank <= 0;
		end else unique0 case (a)
			0: ena           <= d[3:0] == 'ha;
			2: rom_bank[7:0] <= d;
			3: rom_bank[8]   <= d[0];
			4: ram_bank      <= d[3:0];
		endcase
	end
	assign ncs_ram = !(ena && !ncs && !a[14]);
	always_comb priority case (1)
		!nrst, !a[14]: ra = 0;
		default:       ra = rom_bank;
	endcase
	always_comb priority case (1)
		a[14]:   aa = ram_bank;
		default: aa = 0;
	endcase
endmodule
==> flow/run.sh <==
#!/bin/bash
# OpenROAD 26Q1-2900-gdf79404cd8, Yosys 0.63+post, stock flow scripts
make -C /OpenROAD-flow-scripts/flow DESIGN_CONFIG=/design/flow/config.mk WORK_HOME=/design/flow/orfs finish
==> flow/config.mk <==
export PLATFORM = sky130hd
export DESIGN_NAME = mbc5
export DESIGN_NICKNAME = mbc5
export VERILOG_FILES = /design/flow/design.v
export SDC_FILE = /design/flow/constraint.sdc
export NUM_CORES = 4
export LEC_CHECK = 1
export CORE_AREA = 10 10 91 91
export DIE_AREA = 0 0 101 101
==> flow/constraint.sdc <==
current_design mbc5

set clk_period 1.2
set clk_io_pct 0.2

create_clock -name clk0 -period $clk_period [get_ports {nwr}]

set non_clock_inputs [all_inputs -no_clocks]
set_input_delay [expr $clk_period * $clk_io_pct] -clock clk0 $non_clock_inputs
set_output_delay [expr $clk_period * $clk_io_pct] -clock clk0 [all_outputs]
==> run notes <==
The layout was made with Yosys and OpenROAD.

The run finished, with violations left. The checks that failed: negative setup slack. The slowest stage of the critical path belongs to the cell sky130_fd_sc_hd__dfrtn_1. The primary flip-flop cell chosen by synthesis mapping is sky130_fd_sc_hd__dfrtn_1.

The worst slack after detailed placement is -1180 ps. The ratio of total power to cell area is 1150 nW/um2. The floorplan step set the die height to between 100 and 150 um. Overall routing resource usage recorded by global route was 0.0426. The mapped cell area is roughly 690 um2. The maximum vdd ir drop is 0.000355 V. Setup slack on the critical path of the routed design comes to -589 ps. The number of global-route vias before repair was about 640. The sum of routed wire length over all layers is about 2200 um. The TritonCTS clock tree is done. The worst setup path is captured at a primary output.

The data required time at the worst endpoint is about 960 ps. For this block, the via count after detailed routing is about 610. The yosys stat chip area is approximately 690 um2. The synthesized netlist was found by Yosys to have 50 cells.

The total negative slack is -13660 ps. The sink count of the clock tree is 14. The clock skew after layout is 0 ps. Per the final report, max-transition violations number 0. The average wire per standard cell is between 10 and 15 um.

The final tally of setup violations is 28. Setup repair after global routing could not meet its margin everywhere. The area fraction of the largest cell type after synthesis is 0.510. The number of different library cells in the post-synthesis netlist is 13. At the end of routability-driven placement, the weighted congestion stood at between 0.7 and 0.8. The global route stage reports its total congestion overflow as 0. Entering global routing, the biggest net connects 18 pins. The sequential area share after synthesis is 0.510. The synthesized design spends more area on one cell type than any other, namely sky130_fd_sc_hd__dfrtn_1.

Headroom to the max-slew limit came out at 0.803. CTS built an H-tree with a depth of 1. Data on the critical path arrives at its endpoint at between 1500 and 2000 ps.

The chip area is between 10000 and 15000 um2. Yosys reports that the most numerous cell types are sky130_fd_sc_hd__dfrtn_1, sky130_fd_sc_hd__mux2_2, sky130_fd_sc_hd__and3_1. In this run the critical register-to-register path is launched from rom_bank[1]. The number of max-cap violations is 0. Max fanout on the critical path was recorded as 2. The timing report gives the biggest stage delay along the critical path as 410 ps.

The synthesized instance count is ~50. The number of buffer cells added on primary ports is 28. The number of hold-slack violations in the final timing report is 0.

After clock tree synthesis, the clock-pin slew on the worst setup and hold paths is 40 ps. The setup slack on the worst flop-to-flop path is roughly 90 ps. The cell area reported after detailed placement is between 1000 and 1500 um2. After floorplanning, the core was sized to cover roughly 6300 um2. The final routed DRC violation total is 0. The synthesized flop and latch total is 14. In this run the mean area of a mapped cell was around 14 um2. Counting along the longest clock path gives a buffer depth of 2. The number of cells traversed by the worst register-to-register path is 4.

The final power report lists total power as 1620 uW. For reference, the critical path cell chain is and3_4, buf_6. The worst setup path is launched from a flop.

Warnings reported by Yosys during synthesis add up to 1. At the floorplan stage, the core utilization is reported as 0.108. Per the final layout report, the fraction of cells sized above drive strength 1 comes to 0.701. After detailed routing, the number of vias per cell comes to 3.29. The share of flip-flops with an asynchronous set or reset after synthesis is 1.00.

The number of antenna violations at the first check in global routing is 1. The final standard cell area without fillers is 1410 um2. At the later pin of the worst-skew pair, clock insertion delay measures between 200 and 300 ps.

Per the post-route antenna check, the number of violating nets is 0. The total number of placement rows is 29. CTS placed an instance of sky130_fd_sc_hd__clkbuf_8 at the clock tree root. The DRC marker count from the first detailed-route iteration is 28. Per the OpenROAD power report, leakage power amounts to ~0.00066 uW.

The startpoint-to-endpoint class of the critical path is flop to primary output. Buffers inserted during clock tree synthesis total 3. The path class of the lowest-slack min-delay path is flop to flop. The endpoint of the worst register-to-register path is rom_bank[1]. The area growth from synthesis to final layout is 105%.

The worst hold slack is 451 ps. The die boundary width is approximately 100 um. According to the timing report, the critical path is captured at ra[16]. The number of fill cells in the layout is 664. The number of top-level pins is 29. Across all stage logs, warnings added up to 28. The iteration tally of the first detailed-router pass is 2. The first global-routing pass estimated ~3500 um of wire. The worst setup path startpoint is rom_bank[2].

Looking at the max-slew report, the worst-margin pin has a slew of approximately 290 ps. The number of enable-type register cells in the synthesized netlist is 0. In the post-synthesis netlist, the biggest area contributors are sky130_fd_sc_hd__dfrtn_1, sky130_fd_sc_hd__mux2_2, sky130_fd_sc_hd__nor4b_4.
critical path: cells and delay by family (launching register included):
kind	cells	cell delay, ps
flops	1	410
buf+inv	1	80
simple gates	1	190
state kept, by name, summed over array words and instances, names as in the netlist:
signal,count
ena,1
ram_bank,4
rom_bank,9
layer usage:
metal  GRT usage  wire length, um  part of all wire  vias up
met4     0.00536               22            0.0099        0
met1      0.0527              990              0.45      293
met5           0                0                 0        -
met2      0.0693             1060              0.48       13
li1            -                -                 -      299
met3      0.0180              149             0.067        4
final cells by class:
class	count	area (um2)	area share
Timing Repair Buffer	55	479	0.341
Multi-Input combinational cell	34	423	0.301
Tap cell	77	96.3	0.0685
Antenna cell	1	2.50	0.00178
Clock buffer	4	55.1	0.0391
Sequential cell	14	350	0.249
layout by cell type (no fill, tap or decap), drive strengths merged:
| master | netlist | final |
|---|---|---|
| mux2 | 14 | 14 |
| nor4b | 2 | 2 |
| dlygate4sd2 | 0 | 4 |
| and4bb | 1 | 1 |
| nand2 | 1 | 1 |
| clkbuf | 2 | 4 |
| clkdlybuf4s50 | 0 | 6 |
| buf | 0 | 45 |
| dfrtn | 14 | 14 |
| nor4 | 1 | 1 |
| diode | 0 | 1 |
| and2 | 4 | 4 |
| nor2 | 1 | 1 |
| nor4bb | 1 | 1 |
| and3 | 9 | 9 |
worst min-delay path by stage:
stage | from | endpoint | cells past startpoint
after CTS | rom_bank[7] | rom_bank[7] | 1
final | rom_bank[6] | rom_bank[6] | 1
after global routing | rom_bank[6] | rom_bank[6] | 1
kinds of logic after synthesis:
kind of cell           after synthesis  synth area share
and+or+nand+nor                     20             0.248
DFF                                 14             0.510
muxes                               14             0.230
buffers and inverters                2            0.0127
power by group:
part           switching, uW  internal [uW]  leakage, uW
Sequential              45.0            581     0.000170
Clock                    166            290    0.0000288
Combinational            138            403     0.000464
stage by stage:
step / cells / utilization
floorplan: 50 / -
global placement: 170 / 0.194
detailed placement: 170 / 0.194
CTS: 176 / 0.206
global route: 184 / 0.221
finish: 185 / 0.221
repair_timing:
| item | 4_1_cts | 5_1_grt |
|---|---|---|
| resized | 86 | 8 |
| hold buffers | 0 | 0 |
| endpoints found under the setup margin | 28 | 28 |
| pin swaps | 11 | 8 |
| setup buffers | 2 | 8 |
Power figures rest on the tool's default switching activity, not on a simulated workload.
