## design.v

```verilog
`default_nettype none
module pixel_mux(
		input logic [7:0] obp0_d, obp1_d, bgp_d,
		input logic [7:0] spr_pix_a, spr_pix_b,
		input logic bg_pix_a_7, bg_pix_b_7, nobp0pixel, nobp1pixel,
		input  logic ff40_d0, ff40_d1, vava,
		output logic nbgpixel, nld0, nld1
	);
	logic woxa, xula, tade, rajy, wele, vumu, lava, wolo, wyru;
	logic nuly, ruta, ryfu, poka, vyro, vata, volo, vugo;
	logic wufu, waly, moka, mufa, nura, nelo, paty, pero, ravo, remy;
	logic lyle, lozo, mexa, luku, maby, soba, vyco, ledo, lyky, lopu, laru;
	logic muve, nupo, nale, nypo, nuxo, numa, pobu;
	assign #T_AND  woxa = ff40_d1 && spr_pix_a[7];
	assign #T_AND  xula = ff40_d1 && spr_pix_b[7];
	assign #T_AND  tade = ff40_d0 && bg_pix_b_7;
	assign #T_AND  rajy = ff40_d0 && bg_pix_a_7;
	assign #T_INV  wele = !xula;
	assign #T_INV  vumu = !woxa;
	assign #T_INV  lava = !nobp0pixel;
	assign #T_INV  wolo = !wele;
	assign #T_INV  wyru = !vumu;
	assign #T_NOR  nuly = !(woxa || xula);
	assign #T_AND  ruta = tade && vava;
	assign #T_AND  ryfu = rajy && vava;
	assign #T_NOR  poka = !(nuly || ruta || ryfu);
	assign #T_AND  vyro = wyru && wolo && lava;
	assign #T_AND  vata = wyru && wele && lava;
	assign #T_AND  volo = vumu && wolo && lava;
	assign #T_AND  vugo = vumu && wele && lava;
	assign #T_AO   wufu = (obp0_d[7] && vyro) || (obp0_d[5] && vata) || (obp0_d[3] && volo) || (obp0_d[1] && vugo);
	assign #T_AO   waly = (vyro && obp0_d[6]) || (vata && obp0_d[4]) || (volo && obp0_d[2]) || (vugo && obp0_d[0]);
	assign #T_AO   moka = (obp1_d[7] && ledo) || (obp1_d[5] && laru) || (obp1_d[3] && lyky) || (obp1_d[1] && lopu);
	assign #T_AO   mufa = (ledo && obp1_d[6]) || (laru && obp1_d[4]) || (lyky && obp1_d[2]) || (lopu && obp1_d[0]);
	assign #T_AO   nura = (bgp_d[7] && nypo) || (bgp_d[5] && numa) || (bgp_d[3] && nuxo) || (bgp_d[1] && pobu);
	assign #T_AO   nelo = (nypo && bgp_d[6]) || (numa && bgp_d[4]) || (nuxo && bgp_d[2]) || (pobu && bgp_d[0]);
	assign #T_OR   paty = nura || wufu || moka;
	assign #T_OR   pero = nelo || waly || mufa;
	assign #T_INV  ravo = !paty;
	assign #T_INV  remy = !pero;
	assign #T_INV  lyle = !maby;
	assign #T_INV  lozo = !mexa;
	assign #T_INV  mexa = !woxa;
	assign #T_INV  luku = !nobp1pixel;
	assign #T_INV  maby = !xula;
	assign #T_INV  soba = !rajy;
	assign #T_INV  vyco = !tade;
	assign #T_AND  ledo = lozo && lyle && luku;
	assign #T_AND  lyky = mexa && lyle && luku;
	assign #T_AND  lopu = mexa && maby && luku;
	assign #T_AND  laru = lozo && maby && luku;
	assign #T_INV  muve = !nbgpixel;
	assign #T_INV  nupo = !soba;
	assign #T_INV  nale = !vyco;
	assign #T_AND  nypo = nale && nupo && muve;
	assign #T_AND  nuxo = vyco && nupo && muve;
	assign #T_AND  numa = nale && soba && muve;
	assign #T_AND  pobu = vyco && soba && muve;
	assign nbgpixel = poka;
	assign nld1 = ravo;
	assign nld0 = remy;
endmodule
```

## run.sh

```bash
#!/bin/bash
# OpenROAD 26Q1-2900-gdf79404cd8, Yosys 0.63+post, stock flow scripts
make -C /OpenROAD-flow-scripts/flow DESIGN_CONFIG=/design/flow/config.mk WORK_HOME=/design/flow/orfs finish
```

## config.mk

```make
export PLATFORM = sky130hd
export DESIGN_NAME = pixel_mux
export DESIGN_NICKNAME = pixel_mux
export VERILOG_FILES = /design/flow/design.v
export SDC_FILE = /design/flow/constraint.sdc
export NUM_CORES = 4
export LEC_CHECK = 1
export CORE_AREA = 10 10 70 70
export DIE_AREA = 0 0 80 80
```

## constraint.sdc

```tcl
current_design pixel_mux

set clk_period 3.6
set clk_io_pct 0.2

create_clock -name clk0 -period $clk_period

set non_clock_inputs [all_inputs -no_clocks]
set_input_delay [expr $clk_period * $clk_io_pct] -clock clk0 $non_clock_inputs
set_output_delay [expr $clk_period * $clk_io_pct] -clock clk0 [all_outputs]
```

==> flow_metrics.env <==
# flow metrics
export IMPL_multiplexer_share_of_the_synthesized_area=0.117
export IMPL_ys_seq_share=0
export IMPL_cts_hold_repair_buffers=0
export IMPL_gp_routability_congestion=0.822
export IMPL_die_size_y_um=80
export IMPL_yosys_cells=45
export IMPL_peakVddDrop_mv=0.0145
export IMPL_top_area_cell="a221oi_1"
export IMPL_layout_top_cell_excl_fill_tap="clkdlybuf4s50_1"
export IMPL_rows=21
export IMPL_number_of_antenna_violations_at_the_first_check_in_global_routing=0
export IMPL_adder_share=0
export IMPL_setup_ws_ns=0.166
export IMPL_tightest_slew_ns=0.435
export IMPL_maxUsedRoutingLayer="met3"
export IMPL_final_instance_count_excl_fill=128
export IMPL_met1Wirelength_um=614
export IMPL_globalRouteTotalUtil=0.0478
export IMPL_boundary_pins=50
export IMPL_cp_max_delay_cell="clkdlybuf4s50_1"
export IMPL_grt_first_pass_wirelength_mm=2.48
export IMPL_finalHoldViolations=0
export IMPL_total_of_max_cap_violations=0
export IMPL_detail_route_first_pass_iterations=4
export IMPL_worstHoldPathType="input port to output pin"
export IMPL_core_area_um2=3420
export IMPL_fp_util=0.0908
export IMPL_port_buffers=36
export IMPL_first_iter_violations=21
export IMPL_setup_worst_path_end_class="output pin"
export IMPL_netlist_area_um2=310
export IMPL_detail_route_antenna_nets=0
export IMPL_worst_setup_path_start_kind="input port"
export IMPL_min_tclk_post_route_ns=3.43
export IMPL_cp_slowest_stage_delay_ns=0.54
export IMPL_final_layout_size_suffix_gt1_frac=0.110
export IMPL_setup_tns_final_ns=0
export IMPL_timing_slew_headroom=0.706
export IMPL_power_leakage_nw=0.287
export IMPL_critPathMostFrequentCell="clkdlybuf4s50_1"
export IMPL_via_count=485
export IMPL_critical_path_arrival_ns=2.71
export IMPL_die_area_um2=6400
export IMPL_place_inst=128
export IMPL_drcViolationCount=0
export IMPL_crit_path_cell_trace="clkdlybuf4s50_1 > o21ai_1 > o21ai_0 > o32ai_1 > a2111oi_2 > clkdlybuf4s50_1"
export IMPL_run_status="finished, final reports clean"
export IMPL_area_leaders="a221oi_1 8.5%, inv_1 7.3%, a21oi_1 4.8%"
export IMPL_detailroute_wirelength_met3_um=143
export IMPL_syn2layout_area_growth_pct=140
export IMPL_simple_gate_area_share=0.206
export IMPL_detailroute_wirelength_met2_um=859
export IMPL_seq_area_um2=0
export IMPL_worst_endpoint_required_time_ns=2.88
export IMPL_grt_pass1_vias=533
export IMPL_rsz0062_at_grt="false"
export IMPL_syn_mean_instance_area_um2=6.90
export IMPL_power_density_nw_per_um2=109
export IMPL_ys_sh_xor=0
export IMPL_die_width_um=80
export IMPL_yosys_cell_types_count=30
export IMPL_final_layout_top_logic_cells="35 x clkdlybuf4s50_1, 6 x inv_1, 4 x buf_4, 3 x a21oi_1, 3 x a221oi_1"
export IMPL_period_used=0.954
export IMPL_synth_largest_type_area_fraction=0.0847
export IMPL_yosys_stat_chipArea_um2=310
export IMPL_routed_wl_mm=1.62
export IMPL_wire_per_inst_um=12.6
export IMPL_synth_yosys_warnings=0
export IMPL_antennaDiodeCount=0
export IMPL_tool_warnings=46
export IMPL_maxClockFrequency_mhz=291
export IMPL_path_class="input port to output pin"
export IMPL_vias_per_instance=3.79
export IMPL_worstPathMaxFanout=4
export IMPL_place_worst_setup_slack_ns=0.0708
export IMPL_grt_remaining_overflow=0
export IMPL_nFlopsAndLatches=0
export IMPL_slew_viol_final=0
export IMPL_pin_count_of_the_biggest_net_entering_global_routing=9
export IMPL_and_or_or_and_cells_area_fraction=0.536
export IMPL_nClkBuffers=0
export IMPL_detailed_place_hpwl_mm=1.47
export IMPL_dominant_kind_of_combinational_cell="AND-OR/OR-AND gates"
export IMPL_n_fill_cell=381
export IMPL_setup_violations=0
export IMPL_post_synth_inst_count=45
-- per-stage QoR --
stage | cell area, um2 | total power, mW | hold WS, ns | util
global route | 743 | 0.0894 | 2.42 | 0.218
detailed placement | 741 | 0.0822 | 2.41 | 0.217
floorplan | 310 | 0.0285 | 1.46 | -
finish | 743 | 0.0814 | 2.36 | 0.218
global placement | 741 | 0.0819 | 2.41 | 0.217
CTS | 741 | 0.0828 | 2.41 | 0.217
-- final timing paths --
path         start       end  slack, ns  cells after the start
max   spr_pix_a[7]      nld1       0.17                      6
min     bg_pix_a_7  nbgpixel       2.36                      5
-- report_power, final --
part / switching (mW) / total (mW) / internal (mW)
Sequential: 0 / 0 / 0
Combinational: 0.0255 / 0.0814 / 0.0558
Clock: 0 / 0 / 0
-- Yosys cell counts, types with 2 or more instances --
| cell type | count |
|---|---|
| a21oi_1 | 3 |
| a221oi_1 | 3 |
| and3_1 | 2 |
| buf_2 | 2 |
| inv_1 | 6 |
| nand2_1 | 2 |
| nand3_1 | 2 |
| o21a_1 | 2 |
| o21ai_0 | 2 |
-- kinds of logic after synthesis --
family / count (synthesis)
muxes: 3
AOI/OAI and AO/OA: 21
buffers and inverters: 10
and+or+nand+nor: 11
-- area by class of cell --
cell class	instances	area (um2)	share of cell area
Multi-Input combinational cell	35	267	0.359
Timing Repair Buffer	40	393	0.529
Inverter	7	26.3	0.0354
Tap cell	46	57.6	0.0774
-- critical path, delay by kind of cell --
family,cells,cell delay [ns]
AOI/OAI and AO/OA,4,0.92
buffers and inverters,2,1.06
-- repair_timing --
action	4_1_cts	5_1_grt
gates resized	0	1
setup buffers	0	0
setup endpoints to repair	0	1
endpoints found under the hold margin	0	0
-- routing by layer --
layer  up-vias  track usage
li1        255            -
met1       216       0.0488
met2        14       0.0947
met3         0       0.0170
met4         0            0
met5         -            0
No activity file was given, so power comes from the tool's default toggle rates.
