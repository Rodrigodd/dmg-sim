==> flow/config.mk <==
export PLATFORM = sky130hd
export DESIGN_NAME = sm83_alu_control
export DESIGN_NICKNAME = sm83_alu_control
export VERILOG_FILES = /design/flow/design.v
export SDC_FILE = /design/flow/constraint.sdc
export NUM_CORES = 4
export LEC_CHECK = 1
export CORE_AREA = 10 10 70 70
export DIE_AREA = 0 0 80 80
==> flow/constraint.sdc <==
current_design sm83_alu_control

set clk_period 1.5
set clk_io_pct 0.2

create_clock -name clk0 -period $clk_period [get_ports {clk}]

set non_clock_inputs [all_inputs -no_clocks]
set_input_delay [expr $clk_period * $clk_io_pct] -clock clk0 $non_clock_inputs
set_output_delay [expr $clk_period * $clk_io_pct] -clock clk0 [all_outputs]
==> flow/design.v <==
`default_nettype none
module sm83_alu_control(
		input  logic       clk,
		output logic [7:0] daa_out,           
		input  logic [2:0] op543,             
		input  logic       shift,             
		input  logic       shift_dbh,         
		input  logic       shift_dbl,         
		input  logic       zero,              
		input  logic       carry,             
		input  logic       pri_carry,         
		input  logic       daa_carry,         
		input  logic       daa_neg,           
		input  logic       cond_we,           
		input  logic       daa_l_gt_9,        
		input  logic       daa_h_gt_9,        
		input  logic       daa_h_eq_9,        
		output logic       shift_out,         
		output logic       shift_into_alu,    
		output logic       shift_l, shift_r,  
		output logic       cond_result,       
		output logic       daa_carry_out      
	);
	assign shift_l = shift && !op543[0];
	assign shift_r = shift && op543[0];
	always_comb unique case (op543)
		0, 5:    shift_into_alu = shift_dbh;  
		1:       shift_into_alu = shift_dbl;  
		2, 3:    shift_into_alu = pri_carry;  
		4, 7:    shift_into_alu = 0;          
		default: shift_into_alu = 'x;         
	endcase
	assign shift_out = op543[0] ? shift_dbl : shift_dbh;
	always_ff @(posedge clk) if (cond_we) unique case (op543[1:0])
		0: cond_result <= !zero;
		1: cond_result <= zero;
		2: cond_result <= !carry;
		3: cond_result <= carry;
	endcase
	initial cond_result = 0;
	always_comb begin
		logic [7:0] out;
		logic       c;
		out = 0;
		c   = daa_carry;
		if (!daa_neg)
			c |= daa_l_gt_9;
		if (c)
			out |= 'h06;
		c = pri_carry;
		if (!daa_neg) begin
			c |= daa_h_gt_9;
			c |= daa_l_gt_9 && daa_h_eq_9;
		end
		if (c)
			out |= 'h60;
		daa_out       = out;
		daa_carry_out = c;
	end
endmodule
==> flow/run.sh <==
#!/bin/bash
# OpenROAD 26Q1-2900-gdf79404cd8, Yosys 0.63+post, stock flow scripts
make -C /OpenROAD-flow-scripts/flow DESIGN_CONFIG=/design/flow/config.mk WORK_HOME=/design/flow/orfs finish
==> results.tsv <==
metric	value	unit
fp-utilization	6.12	%
num_vias	250	
clk_pin_slew_worst_paths	0	ns
grt_max_degree	6	
avgRoutedWirePerCell	9.07	um
track_usage	2.17	%
logic_family	buffers and inverters	
hold_depth	1	
ioPinCount	30	
gp_congestion	0.760	
max_freq	0.684	GHz
reg_top3	cond_result (1)	
numSynthFlops	1	
via_per_inst	2.63	
netlist_instances	24	
start_kind	primary input	
crit_fanout	2	
ir_worst_vdd	0.0827	mV
muxShareOfSynthArea	17.4	%
path_cells	clkdlybuf4s15_1, mux2_4, a221oi_2, a31oi_1, buf_2	
largest_reg_flops	1	
dieWidth	80	um
numPortBuffers	25	
coreArea	0.00342	mm^2
rsz0062_at_grt	yes	
min_to	cond_result	
ctsHoldBuffers	0	
syn2layout_area_growth	129	%
syn_avg_cell_area	8.71	um^2
setup_ws	0.0383	ns
drive_above_1_share	20.4	%
slowest_delay	0.27	ns
grt_pass1_vias	249	
yosysCellCount	24	
crit_arrival	1.16	ns
die-area	0.00640	mm^2
regMostFlops	cond_result	
dp_hpwl	815	um
cp.required	1.20	ns
yosysUniqueCellTypes	18	
grt_overflow	0	
holdCritPathClass	primary input to flop	
fa_ha_area_share	0	%
drt_iter0_drc	3	
dp_cells	94	
post-place-ws	-0.746	ns
syn_area	209	um^2
dr.pass1.iters	3	
grt_pass1_wl	1140	um
ys_sh_xor	4.19	%
path_class	primary input to output port	
p_leak	0.000214	uW
synth_warnings	1	
mostFrequentLayoutCell	dlygate4sd2_1	
wl	862	um
drcViolationCount	0	
rows	21	
slowest_stage	mux2_4	
hold_start	cond_we	
yosysChipArea	209	um^2
setup_viol	0	
simple_gate_area_share	15.6	%
grt_antenna_before_repair	0	
antennaDiodeCount	0	
compound_area_share	19.8	%
ant_nets	0	
period_needed	1.46	ns
hold_viol	0	
finalCritPeriodShare	97.4	%
warnings	29	
max_cap_violations	0	
drv_slew	0	
stdcell_count	95	
crit_path_end_kind	output port	
ys_seq_share	14.4	%
die_h	80	um
power.density	277	mW/mm^2
dpl_cell_area	498	um^2
design_area	478	um^2
layout_top_cells	13 x dlygate4sd2_1, 6 x clkdlybuf4s50_1, 4 x conb_1	
status	finished, final reports clean	
[critical path, delay by kind of cell]
family	cells	cell delay [ns]
buffers and inverters	2	0.29
AOI/OAI and AO/OA	2	0.29
muxes	1	0.27
[cells by family (layout without fill, tap and decap cells)]
group | after synthesis | after routing
mux | 3 | 3
xor+xnor | 1 | 1
buf+inv | 8 | 30
flops | 1 | 1
compound gates | 5 | 5
other cells | 1 | 4
simple gates | 5 | 5
[worst max path at each step]
| stage | start | to | slack, ns | cells after the start |
|---|---|---|---|---|
| 4_1_cts | shift_dbh | shift_into_alu | 0.003 | 5 |
| 5_1_grt | shift_dbl | shift_into_alu | -0.006 | 5 |
| 6_report | shift_dbl | shift_into_alu | 0.04 | 5 |
[synth_stat cells]
cell type  n  share of area, %
nor2_1     1               1.8
conb_1     1               1.8
nand3b_1   1               3.6
mux2_1     1               5.4
a31oi_1    1               3.0
xor2_1     1               4.2
nand2b_2   1               4.2
o21bai_1   1               3.6
inv_1      1               1.8
a21o_1     1               3.6
a221oi_2   1               7.2
and2_1     1               3.0
a21oi_1    1               2.4
buf_4      7                25
nor2b_1    1               3.0
mux2_4     1               7.2
mux2i_1    1               4.8
edfxtp_1   1                14
[power breakdown]
group          switching (uW)  internal (uW)  total, uW
registers               0.753           35.5       36.3
clock network               0              0          0
logic                    28.7           67.4       96.1
total                    29.4            103        132
[what timing repair did]
item	4_1_cts	5_1_grt
endpoints found under the setup margin	10	2
gates resized	28	2
pin swaps	4	0
buffers inserted	2	0
[final cells by class]
| type | count | area (um^2) |
|---|---|---|
| Timing Repair Buffer | 29 | 253 |
| Inverter | 1 | 3.75 |
| Sequential cell | 1 | 30.0 |
| Fill cell | 402 | 2940 |
| Tap cell | 46 | 57.6 |
| Multi-Input combinational cell | 18 | 134 |
[metal layers]
layer / GRT usage, % / up-vias / part of all wire [%]
li1: - / 123 / -
met2: 2.97 / 24 / 32
met1: 3.18 / 103 / 53
met5: 0 / - / 0
met4: 0 / 0 / 0
met3: 1.02 / 0 / 16
[per-stage QoR]
step / power (uW) / hold slack, ns / setup TNS [ns] / utilization (%)
floorplan: 70.3 / 0.412 / 0 / -
global placement: 152 / 0.886 / -3.34 / 14.6
global route: 143 / 0.891 / -0.00611 / 14.0
finish: 132 / 0.882 / 0 / 14.0
CTS: 135 / 0.885 / 0 / 14.1
detailed placement: 153 / 0.885 / -3.43 / 14.6
Power and IR drop assume default switching activity.
