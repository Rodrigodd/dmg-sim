==> ./config.mk <==
export PLATFORM = sky130hd
export DESIGN_NAME = ppu_decode
export DESIGN_NICKNAME = ppu_decode
export VERILOG_FILES = /design/flow/design.v
export SDC_FILE = /design/flow/constraint.sdc
export NUM_CORES = 4
export LEC_CHECK = 1
export CORE_AREA = 10 10 70 70
export DIE_AREA = 0 0 80 80
==> ./constraint.sdc <==
current_design ppu_decode

set clk_period 1.3
set clk_io_pct 0.2

create_clock -name clk0 -period $clk_period

set non_clock_inputs [all_inputs -no_clocks]
set_input_delay [expr $clk_period * $clk_io_pct] -clock clk0 $non_clock_inputs
set_output_delay [expr $clk_period * $clk_io_pct] -clock clk0 [all_outputs]
==> ./design.v <==
`default_nettype none
module ppu_decode(
		input logic [15:0] a,
		input  logic ffxx,
		output logic ff40, ff41, ff42, ff43, ff44, ff45,
		output logic ff46, ff47, ff48, ff49, ff4a, ff4b
	);
	logic xaly, wutu, wero, xola, xeno, xusy, xera, wado, wesa, walo, wepo;
	logic weta, wyle, woru, wate, wyvo, wety, wofa, wavu, wage, webu, vama, wybo;
	logic xayo, xogy, voca, xeda, vyga, xayu, vary, xavy, vumy, xaro, tego, wera;
	assign #T_NOR  xaly = !(a[7] || a[5] || a[4]);
	assign #T_NAND wutu = !(ffxx && a[6] && xaly);
	assign #T_INV  wero = !wutu;
	assign #T_INV  xola = !a[0];
	assign #T_INV  xeno = !a[1];
	assign #T_INV  xusy = !a[2];
	assign #T_INV  xera = !a[3];
	assign #T_INV  wado = !xola;
	assign #T_INV  wesa = !xeno;
	assign #T_INV  walo = !xusy;
	assign #T_INV  wepo = !xera;
	assign #T_NAND weta = !(wero && xola && xeno && xusy && wepo);
	assign #T_NAND wyle = !(wero && xola && xeno && walo && xera);
	assign #T_NAND woru = !(wero && xola && xeno && xusy && xera);
	assign #T_NAND wate = !(wero && xola && wesa && walo && xera);
	assign #T_NAND wyvo = !(wero && xola && wesa && xusy && wepo);
	assign #T_NAND wety = !(wero && wado && xeno && walo && xera);
	assign #T_NAND wofa = !(wero && wado && xeno && xusy && xera);
	assign #T_NAND wavu = !(wero && wado && wesa && xusy && xera);
	assign #T_NAND wage = !(wero && wado && wesa && xusy && wepo);
	assign #T_NAND webu = !(wero && xola && wesa && xusy && xera);
	assign #T_NAND vama = !(wero && wado && xeno && xusy && wepo);
	assign #T_NAND wybo = !(wero && wado && wesa && walo && xera);
	assign #T_INV  xayo = !weta;
	assign #T_INV  xogy = !wyle;
	assign #T_INV  voca = !woru;
	assign #T_INV  xeda = !wate;
	assign #T_INV  vyga = !wyvo;
	assign #T_INV  xayu = !wety;
	assign #T_INV  vary = !wofa;
	assign #T_INV  xavy = !wavu;
	assign #T_INV  vumy = !wage;
	assign #T_INV  xaro = !webu;
	assign #T_INV  tego = !vama;
	assign #T_INV  wera = !wybo;
	assign ff48 = xayo;
	assign ff44 = xogy;
	assign ff40 = voca;
	assign ff46 = xeda;
	assign ff4a = vyga;
	assign ff45 = xayu;
	assign ff41 = vary;
	assign ff43 = xavy;
	assign ff4b = vumy;
	assign ff42 = xaro;
	assign ff49 = tego;
	assign ff47 = wera;
endmodule
==> ./run.sh <==
#!/bin/bash
# OpenROAD 26Q1-2900-gdf79404cd8, Yosys 0.63+post, stock flow scripts
make -C /OpenROAD-flow-scripts/flow DESIGN_CONFIG=/design/flow/config.mk WORK_HOME=/design/flow/orfs finish
==> flow_metrics.py <==
# Physical implementation metrics
metrics = {
    "status": {
        "status": "finished, violations left",
        "violations": "negative setup slack",
    },
    "setup_path": {
        "slowest_delay_ns": 0.55,
        "end_kind": "output pin",
        "critPathTopFamily": "simple AND/OR/NAND/NOR gates",
        "cp_num_buf_inv": 3,
        "critical_path_class": "input pin to output pin",
        "cp_max_fo": 3,
        "crit_required_ns": 1.04,
        "critPathLaunchType": "input pin",
        "worstPathCellList": "buf_8 > or4b_4 > buf_6 > nor3_4 > buf_2",
        "arrival_ns": 1.33,
        "slowest_stage": "or4b_4",
    },
    "run": {
        "cap_violations": 0,
        "warnings": 42,
    },
    "route": {
        "wire_per_inst_um": 11.5,
        "remaining_drc_errors": 0,
        "vias_per_cell": 2.99,
        "routed_wl_um": 1120,
        "first_iter_violations": 12,
        "antenna_cells": 0,
        "first_pass_iters": 4,
        "vias": 290,
        "ant_nets": 0,
    },
    "final_timing": {
        "setup_tns_ns": -3.10,
        "drv_slew": 0,
        "fin_crit_sh_pct": 122,
        "min_period_ns": 1.59,
        "worst_slack_ns": -0.292,
        "hold_viol_final": 0,
        "rsz0062_at_grt": "true",
        "fmax_ghz": 0.628,
        "setup_viol": 12,
        "slew_headroom_pct": 69.9,
        "tightest_slew_ns": 0.451,
    },
    "synth": {
        "syn_area_per_cell_um2": 8.26,
        "synth_cells": 20,
        "synth_warnings": 0,
        "yosys-top-cells-area": "nor4_2 (23%), nor3_1 (18%), nor3_2 (18%), or4b_4 (17%), nand2b_1 (7.6%)",
        "top_cell": "nor3_1",
        "top_cell_area_share_pct": 22.7,
        "yosysTopAreaCell": "nor4_2",
        "synth_cell_types": 9,
        "yosysSeqAreaShare_pct": 0,
        "synth_area_um2": 165,
        "synthTopCellsByCount": "nor3_1 (6), nor3_2 (3), nor4_2 (3), nand2b_1 (2), or4b_4 (2)",
        "yosys_cells": 20,
        "yosysChipArea_um2": 165,
    },
    "place": {
        "gp_congestion": 0.848,
        "io_buffers": 21,
        "placed_area_um2": 435,
        "dp_hpwl_um": 827,
    },
    "power": {
        "total_power_mw": 0.0984,
        "power.density_nw_per_um2": 167,
        "peakVddDrop_mv": 0.0811,
        "power_leakage_nw": 0.289,
    },
    "layout": {
        "clock_buffers": 0,
        "final_area_um2": 591,
        "final.fill_count": 374,
        "seqCellArea_um2": 0,
        "layout-drive-gt1-share_pct": 90.2,
        "nFlopsAndLatches": 0,
        "syn_to_final_growth_pct": 258,
    },
    "grt": {
        "grt_max_degree": 7,
        "track_usage_pct": 3.56,
        "grt_pass1_vias": 336,
        "antenna_found_initial": 0,
        "grt_remaining_overflow": 0,
        "grt_pass1_wl_um": 1830,
    },
    "clocking": {
        "cts_hold_buf": 0,
    },
    "floorplanning": {
        "die_h_um": 80,
        "fp.dieW_um": 80,
        "rows": 21,
        "die_area_um2": 6400,
        "core_area_um2": 3420,
        "fp_util_pct": 4.84,
        "io_pins": 29,
    },
    "min_path": {
        "min_path_type": "input pin to output pin",
    },
}
-- what timing repair did --
item | in CTS | in global routing
setup endpoints to repair | 12 | 12
gates resized | 82 | 12
cloned | 1 | 0
pin swaps | 14 | 7
setup buffers | 9 | 1
-- stage by stage --
step | hold WS (ns) | setup WS (ns) | instances | util (%)
floorplan | 0.533 | 0.0944 | 20 | -
CTS | 0.947 | -0.354 | 97 | 15.9
global route | 0.967 | -0.342 | 97 | 17.3
detailed placement | 1.62 | -0.992 | 87 | 12.7
finish | 0.947 | -0.292 | 97 | 17.3
global placement | 1.62 | -0.970 | 87 | 12.7
-- path summary, 6_finish.rpt --
kind	to	from	slack (ns)	depth (start not counted)
setup / recovery	ff45	a[3]	-0.29	5
hold / removal	ff40	a[0]	0.95	3
-- cell usage in the layout, fill, tap and decap left out, drive strengths merged --
cell type / n
dlygate4sd2: 3
nand3b: 1
clkbuf: 1
buf: 27
nand2b: 2
or4: 1
nand2: 1
or4b: 2
clkdlybuf4s15: 1
nor4: 3
nor3: 9
-- layout make-up --
cell class	instances	area, um^2	area share, %
multi-input combinational	19	273	46.2
timing repair buffer	32	260	44.1
tap	46	57.6	9.75
-- tightest hold or removal path: stages --
cell and delay (ns):
clkbuf_2 0.24, nor4_4 0.08, buf_2 0.10
-- metal layers --
metal  share of wire, %  GRT usage (%)  up-vias
met5                  0              0        -
met4                  0              0        0
met3                 13           1.48        0
met2                 36           4.82       18
met1                 50           5.36      123
li1                   -              -      149
-- kinds of logic (layout without fill, tap and decap cells) --
logic type             Yosys count  in the layout  share of synthesized area, %
and+or+nand+nor                 19             19                          97.0
buffers and inverters            1             32                          3.03
-- where the power goes --
| part | leakage [nW] | switching (mW) | internal, mW |
|---|---|---|---|
| clock network | 0 | 0 | 0 |
| logic | 0.289 | 0.0510 | 0.0474 |
| registers | 0 | 0 | 0 |
| total | 0.289 | 0.0510 | 0.0474 |
Power figures rest on the tool's default switching activity, not on a simulated workload.
