$ cat ./design.v
`default_nettype none
module mbc1(
		input  logic         nrst,
		input  logic [15:13] a,
		input  logic [4:0]   d,
		input  logic         nrd,
		input  logic         nwr,
		input  logic         ncs,
		output logic [18:14] ra,
		output logic [14:13] aa,
		output logic         ncs_rom,
		output logic         ncs_ram,
		output logic         cs_ram
	);
	logic       ena;
	logic [4:0] rom_bank;
	logic [1:0] ram_bank;
	logic       mode;
	always_ff @(negedge nwr, negedge nrst) begin
		if (!nrst) begin
			ena      <= 0;
			rom_bank <= 0;
			ram_bank <= 0;
			mode     <= 0;
		end else unique0 case (a)
			0: ena      <= d[3:0] == 'ha;
			1: rom_bank <= d;
			2: ram_bank <= d[1:0];
			3: mode     <= d[0];
		endcase
	end
	assign ncs_rom = !(!nrst || (!a[15] && !nrd));
	assign ncs_ram = !(ena && !ncs && !a[14]);
	assign cs_ram  = !ncs_ram;
	always_comb priority case (1)
		!nrst, !a[14]: ra = 0;
		!rom_bank:     ra = 1;
		default:       ra = rom_bank;
	endcase
	always_comb priority case (1)
		mode, a[14]: aa = ram_bank;
		default:     aa = 0;
	endcase
endmodule
$ cat ./run.sh
#!/bin/bash
# OpenROAD 26Q1-2900-gdf79404cd8, Yosys 0.63+post, stock flow scripts
make -C /OpenROAD-flow-scripts/flow DESIGN_CONFIG=/design/flow/config.mk WORK_HOME=/design/flow/orfs finish
$ cat ./config.mk
export PLATFORM = sky130hd
export DESIGN_NAME = mbc1
export DESIGN_NICKNAME = mbc1
export VERILOG_FILES = /design/flow/design.v
export SDC_FILE = /design/flow/constraint.sdc
export NUM_CORES = 4
export LEC_CHECK = 1
export CORE_AREA = 10 10 70 70
export DIE_AREA = 0 0 80 80
$ cat ./constraint.sdc
current_design mbc1

set clk_period 1.1
set clk_io_pct 0.2

create_clock -name clk0 -period $clk_period [get_ports {nwr}]

set non_clock_inputs [all_inputs -no_clocks]
set_input_delay [expr $clk_period * $clk_io_pct] -clock clk0 $non_clock_inputs
set_output_delay [expr $clk_period * $clk_io_pct] -clock clk0 [all_outputs]
==> flow_summary.ini <==
; generated from flow reports
[clock_tree]
numCtsBuffers = 3
clock_path_buffers = 2
clk-insertion-delay-late_ns = 0.27
root_buffer = clkbuf_4
cts-htree-levels = 1
clock_tree_from_tritoncts = built
clk_pin_slew_ns = 0.04
clkSinkCount = 9

[drt]
detail-route-antenna-nets = 0
avgViaCountPerCell = 3.620
vias = 467
drt-wirelength-per-cell_um = 12.07
wirelength_um = 1557
drt_pre_antenna_iters = 2
drtIter0Drc = 7
drcViolationCount = 0

[setup_path]
cp_data_required_time_ns = 0.88
worstSetupStartpointType = flip-flop
critical_path_arrival_ns = 1.67
setup.worst_path.end_class = output pin
path_class = reg2out
worst-path-max-fanout = 2

[grt]
grt_pass1_wl_um = 2559
grt_start_max_net_pins = 9
track_usage_pct = 5.095
number_of_global_route_vias_before_repair = 538
overflow = 0
number_of_antenna_violations_at_the_first_check_in_global_routing = 1

[sta]
finalHoldViolCount = 0
timing.slew.headroom_pct = 81.96
finalSetupTns_ns = -8.743
tightestPinTransition_ns = 0.2670
slew_violations = 0
grt_setup_unrepaired = yes
finalClockSkew_ns = 0
final_critical_path_setup_slack_ns = -0.7929
finalSetupViolations = 18

[finish]
mostFrequentLayoutCell = buf_4
area.growth.synth_to_final_pct = 111.0
final_layout_size_suffix_gt1_share_pct = 64.63
lay_top_cells = buf_4, buf_6, mux2_4, dfrtn_1, buf_2
final_design_area_no_fill_um2 = 982.2

[die]
fp_util_pct = 13.63
design.core.area_um2 = 3416
rows = 21
die_h_um = 80
top_level_ports = 22
design.die.area_um2 = 6400
die_width_um = 80

[outcome]
failed_checks = negative setup slack
status = finished, violations left

[logic_synthesis]
synth.top_cells.by_area = dfrtn_1, mux2_2, and3_1
ys_cells = 36
synthCells = 36
synthDominantAreaCellType = dfrtn_1
synth_cell_type_count = 15
yosysTopAreaCellShare_pct = 48.39
synthesis.area_per_instance_um2 = 12.93
synth_flop_count = 9
ys_warn_count = 1
post_synth_instance_area_um2 = 465.4
yosysChipArea_um2 = 465.4
postSynthSeqShare_pct = 48.39

[pwr]
ir_worst_vdd_v = 0.0003690
cellPowerDensity_nw_per_um2 = 1104
leakagePower_nw = 0.4806

[hold_path]
holdCritPathClass = reg2reg

[run]
drv_cap = 0
tool_warnings = 28

[placed_design]
routabilityCongestion = 0.8219
port-buffer-count = 21
dpl-instance-area_um2 = 845.8
detailed_place_hpwl_um = 1207
==> worst paths after layout <==
check,startpoint,endpoint,slack [ns],cells past startpoint
worst min register to register,rom_bank[0],rom_bank[0],0.48,1
min in group asynchronous,nrst,rom_bank[4],0.64,4
worst max-delay path,rom_bank[3],ra[14],-0.79,3
worst min-delay path,rom_bank[0],rom_bank[0],0.48,1
max in group asynchronous,nrst,ram_bank[1],0.31,4
worst max register to register,mode,mode,0.12,3
==> synthesized netlist by cell type <==
library cell and count:
and3_1 4, nor3b_2 1, buf_4 1, dfrtn_1 9, nor4_1 1, nand2_1 1, o211a_1 1, mux2_2 9
nor3b_4 1, nor2_1 1, and2_1 1, nand3b_1 1, nor4bb_1 1, nor3_1 1, o21a_1 3
==> routing by layer <==
layer	track usage [%]	up-vias	part of all wire (%)	routed length [um]
met5	0	-	0	0
met4	0.5282	0	0.39	6
met3	3.068	2	8.2	128
met2	7.945	14	47	729
met1	6.075	221	44	692
li1	-	230	-	-
==> worst max-delay path, stage by stage (launching register included) <==
cell	delay, ns
dfrtn_1	0.35
nor4_2	0.26
o211a_1	0.16
buf_2	0.09
==> metrics by stage <==
step / setup slack (ns) / hold WS, ns / instances / util, % / power, mW
final: -0.7929 / 0.4805 / 129 / 28.75 / 1.085
after global routing: -0.8604 / 0.5013 / 129 / 28.75 / 1.156
after CTS: -0.8397 / 0.4845 / 125 / 27.40 / 1.056
after detailed placement: -1.069 / 0.4642 / 115 / 24.76 / 0.7482
after global placement: -1.033 / 0.4637 / 115 / 24.76 / 0.7451
after floorplan: -0.4489 / 0.3658 / 36 / - / 0.5364
==> cells by family (layout without fill, tap and decap cells) <==
logic type	Yosys count	after routing	synth area share [%]
muxes	9	9	21.77
AOI/OAI and AO/OA	4	4	6.989
other	0	1	0
DFF	9	9	48.39
and+or+nand+nor	13	13	21.24
buffers and inverters	1	47	1.614
==> where the power goes <==
group          internal [mW]  switching [mW]  total (mW)
sequential             0.396          0.0406       0.436
clock                  0.139           0.109       0.249
combinational          0.291           0.109       0.400
==> cell type report <==
class                   instances  area, um2
fillers                       364       2434
repair buffers                 43      370.4
multi-input cells              26      300.3
flip-flops and latches          9      225.2
well taps                      46      57.56
clock buffers                   4      26.28
diodes                          1      2.502
==> repair_timing <==
action	4_1_cts	5_1_grt
endpoints found under the setup margin	19	19
hold buffers	0	0
cloned	0	0
gates resized	64	12
setup buffers	6	3
pin swaps	9	6
==> state kept, by name, indices dropped and copies added (netlist names) <==
| signal | flops |
|---|---|
| rom_bank | 5 |
| ram_bank | 2 |
| mode | 1 |
| ena | 1 |
Power is estimated from default activity; no workload was simulated.
